### ./config.mk
export PLATFORM = sky130hd
export DESIGN_NAME = tdpRam
export DESIGN_NICKNAME = tdpRam
export VERILOG_FILES = /design/flow/design.v
export SDC_FILE = /design/flow/constraint.sdc
export NUM_CORES = 4
export LEC_CHECK = 1
export CORE_UTILIZATION = 30
export SYNTH_MEMORY_MAX_BITS = 65536
### ./run.sh
#!/bin/bash
# OpenROAD 26Q1-2900-gdf79404cd8, Yosys 0.63+post, stock flow scripts
make -C /OpenROAD-flow-scripts/flow DESIGN_CONFIG=/design/flow/config.mk WORK_HOME=/design/flow/orfs finish
### ./design.v
module tdpRam(
	input [31:0] data_a,
	input [7:0] addr_a, addr_b,
	input we_a, clk,
	output reg [31:0] q_a, q_b
);
	reg [31:0] ram[255:0];
	always @ (posedge clk)
	begin
		if (we_a) 
		begin
			ram[addr_a] <= data_a;
			q_a <= data_a;
		end
		else 
		begin
			q_a <= ram[addr_a];
		end
	end
	always @ (posedge clk)
	begin
		begin
			q_b <= ram[addr_b];
		end
	end
	initial begin
		ram[0] = 32'b00000010100000000000000000000111;
		ram[1] = 32'b00000010100000010001000000001001;
		ram[2] = 32'b00000000100000000010000000000001;
		ram[3] = 32'b00000101100100100011000000000000;
		ram[4] = 32'b00000101100100010100000000000000;
		ram[5] = 32'b00000111100000110010000000000100;
	end
endmodule
### ./constraint.sdc
current_design tdpRam

set clk_period 291.8
set clk_io_pct 0.2

create_clock -name clk0 -period $clk_period [get_ports {clk}]

set non_clock_inputs [all_inputs -no_clocks]
set_input_delay [expr $clk_period * $clk_io_pct] -clock clk0 $non_clock_inputs
set_output_delay [expr $clk_period * $clk_io_pct] -clock clk0 [all_outputs]
==> notes.md <==
The run gives 6 as the length of the first detailed-routing pass in iterations. The synthesized flop and latch total is 8,232, and the maximum number of pins on one net before global-route repair is 100. The run gives 0 ns for the total negative slack for setup checks. Count of buffers from port buffering: 113.

After layout, the setup clock skew is reported as 0.1418 ns. The worst pin sits at a relative slew slack of -21.45%. During I/O placement, the number of pins put on the boundary was 114. The checks that failed: max-capacitance violations, max-slew violations. The run gives 0% for the share of synthesized registers carrying an async set or reset. The type of the worst setup path is flop to output pin. For the number of nets still failing antenna checks after routing, the log shows 0.

STA classifies the critical path startpoint as a flop. The placement summary gives the final routability congestion estimate as 1.007. The register share after synthesis came out at 64.78%. The peak supply drop came out at 0.000005711 V.

Among the stages of the critical path, the cell type that occurs most often is sky130_fd_sc_hd__buf_4. Per STA, the worst path is made up of buf_4, buf_4, buf_4, buf_4, buf_4, mux4_2, a21oi_1, a22oi_1, o211ai_1, nor4_2, buf_4, nor4b_2, clkdlybuf4s50_1. The mean cell area of the mapped netlist works out to 19.05 sq um. TritonCTS built the clock tree.

The die width is 1.129 mm, and the number of buffers inserted for hold repair after clock tree synthesis is 0. The tools report the post-route DRC violation count as 0. By area the synthesized netlist is led by sky130_fd_sc_hd__edfxtp_1 65%, sky130_fd_sc_hd__mux4_2 21%, sky130_fd_sc_hd__mux2i_1 3.8%, sky130_fd_sc_hd__a22oi_1 1.3%, sky130_fd_sc_hd__a21oi_1 1.1%.

The run gives 1.807 ns for the pin slew with the least headroom to its limit. The logs give 23.86% for the total routing usage reported by global routing and 0 for the total congestion overflow. STA classifies the critical path endpoint as an output pin. The cell family contributing the most delay on the critical path is buffers and inverters. The worst min-delay path category is flop to flop. Summing over every cut layer, the via total after detailed routing is 226,200. The fraction of the core area occupied by cells at floorplan is 30.12%, and the proportion of netlist area held by the largest area contributor is 64.57%.

The run gives 23.31% for the share of the cycle needed by the critical path after routing. The logs give 413 for the count of standard-cell rows and 20,000 for the cell count in the Yosys report. The flow ran to the end, but the final reports show violations. The TritonCTS buffer count is 836, and the largest buffer count on any clock path is 5.

The tools report the synthesis area per yosys as 381,000 sq um. The run gives 381,000 sq um for the area of the mapped netlist. The run gives 6 for the maximum level of the CTS H-tree.

The first global-routing pass estimated 1962 mm of wire. The run gives 0 for the setup-violating endpoint count in the final report. The OpenROAD report gives the critical path a data arrival time of 9.65 ns. The area growth from synthesis to final layout works out to 14.51%.

The timing report gives the biggest stage delay along the critical path as 1.41 ns. Setup repair after global routing left no endpoint under its margin. Clock latency on the worst-skew pair, taken at its later pin, is 1.19 ns. The layout summary lists the proportion of cells stronger than drive strength 1 as 31.56%. The utilization after layout is 34.49%, and the largest fanout on the critical path is 37.

The script logs the ratio of routed vias to standard cells as 5.851. The maximum frequency from static timing analysis is 0.01470 GHz, and the synthesis warning total is 1. Post-CTS repair ended up resizing 0 cells. Counting pins that exceed their max-slew limit in the final report gives 10.

The die span in y works out to 1.129 mm. The number of OpenROAD warnings came out at 26. The tools report the cell at the root of the clock tree as sky130_fd_sc_hd__clkbuf_16.

Total power normalized to cell area comes to 5.979 nW/um^2. The final hold violation count recorded for this run is 0. The via count of the first global-routing pass is 246,400.

After legalization and detailed placement, the total HPWL measured 918.3 mm. The synthesized netlist handed to floorplanning was reported with a cell count of 20,000. The logs give 72 for the count of distinct cell types in the synthesized netlist and 8,232 for the clock sink count.

The wire length per cell after detailed routing was 37.20 um. Per the repair_timing log after CTS, setup buffers inserted total 0. The clock transition at the register clock pins on the worst setup and hold paths after CTS is 0.06 ns, and the required time reported for the critical path endpoint is 233.44 ns.

The final layout contains routed wiring with a total length of 1438 mm. The cell type with the largest total area was sky130_fd_sc_hd__edfxtp_1. Yosys mapped a number of flops with a built-in enable equal to 8,192. The floorplan step defined a die boundary enclosing 1,274,000 sq um. The commonest register cell is sky130_fd_sc_hd__edfxtp_1. The number of antenna violations at the first check in global routing is 167. Library cell contributing the largest single delay on the critical path: sky130_fd_sc_hd__nor4_2. The violation tally recorded at the end of detailed-routing iteration 0 is 17,390. The run gives 6 as the number of max-capacitance violations reported. The final period demand of the worst path works out to 68.02 ns.

The run gives 1,265,000 sq um as the area of the core. The static leakage was 0.1342 uW; the count of buffer and inverter cells on the critical path was 7.
[layer usage]
layer	routed length (um)	vias to the layer above	part of all wire [%]	GRT usage (%)
met5	10070	-	0.70	6.578
met4	112800	259	7.8	14.22
met3	317900	3710	22	23.70
met2	613200	19040	43	32.46
met1	384500	114000	27	21.32
li1	-	89210	-	-
[path summary, 6_finish.rpt]
kind              slack [ns]              end                    from  depth (start not counted)
setup / recovery      223.79          q_a[27]                    flop                         13
hold / removal          0.96  q_b[22]$_DFF_P_   ram[70][22]$_DFFE_PP_                          5
setup reg to reg      288.05  q_b[12]$_DFF_P_  ram[246][12]$_DFFE_PP_                          7
hold reg to reg         0.96  q_b[22]$_DFF_P_   ram[70][22]$_DFFE_PP_                          5
[final cells by class]
type / instances / area (sq um)
diodes: 524 / 1311
well taps: 16810 / 21030
clock inverters: 480 / 4274
multi-input cells: 10050 / 128400
fillers: 116400 / 828700
repair buffers: 1531 / 12340
flip-flops and latches: 8232 / 246800
inverters: 8 / 72.57
clock buffers: 1036 / 22010
[cells in the mapped netlist (11+ instances only)]
library cell	n
sky130_fd_sc_hd__a211oi_1	218
sky130_fd_sc_hd__nor3_1	379
sky130_fd_sc_hd__buf_1	170
sky130_fd_sc_hd__edfxtp_1	8192
sky130_fd_sc_hd__nor4_1	130
sky130_fd_sc_hd__clkbuf_1	814
sky130_fd_sc_hd__dfxtp_1	40
sky130_fd_sc_hd__o22ai_2	20
sky130_fd_sc_hd__o32ai_1	24
sky130_fd_sc_hd__and2_1	12
sky130_fd_sc_hd__o221ai_1	362
sky130_fd_sc_hd__buf_4	198
sky130_fd_sc_hd__nor4b_1	23
sky130_fd_sc_hd__nor2b_1	13
sky130_fd_sc_hd__o22ai_1	552
sky130_fd_sc_hd__buf_6	139
sky130_fd_sc_hd__buf_12	15
sky130_fd_sc_hd__buf_2	366
sky130_fd_sc_hd__o211ai_1	22
sky130_fd_sc_hd__a221oi_1	263
sky130_fd_sc_hd__or4_1	20
sky130_fd_sc_hd__nand3_1	58
sky130_fd_sc_hd__nor2_1	501
sky130_fd_sc_hd__o22a_1	11
sky130_fd_sc_hd__nand4_1	49
sky130_fd_sc_hd__o21ai_0	321
sky130_fd_sc_hd__mux4_2	3470
sky130_fd_sc_hd__mux2_2	164
sky130_fd_sc_hd__a32oi_1	20
sky130_fd_sc_hd__a22oi_1	645
sky130_fd_sc_hd__mux2i_1	1438
sky130_fd_sc_hd__or3_1	35
sky130_fd_sc_hd__a21oi_1	809
sky130_fd_sc_hd__nand2_1	265
sky130_fd_sc_hd__a22o_1	66
sky130_fd_sc_hd__and3_1	25
sky130_fd_sc_hd__a211o_1	55
[cell families after synthesis]
kind of cell	after synthesis	synth area share [%]
flops	8232	64.78
buf+inv	1720	2.373
compound gates	3432	6.140
simple gates	1544	1.926
mux	5073	24.78
[worst reg2reg max path: stages (launching register included)]
cell and delay [ns]:
sky130_fd_sc_hd__edfxtp_1 0.35, sky130_fd_sc_hd__mux2i_1 0.08, sky130_fd_sc_hd__o221ai_1 0.32, sky130_fd_sc_hd__a21oi_1 0.10, sky130_fd_sc_hd__o21ai_0 1.07, sky130_fd_sc_hd__nand4_1 0.98, sky130_fd_sc_hd__nor4_1 0.67, sky130_fd_sc_hd__buf_4 0.19
[sequential cells by signal, indices dropped and copies added (netlist names), named ones only]
| signal | flops |
|---|---|
| ram | 8192 |
| q_b | 32 |
[report_power, final]
part / internal [uW] / switching (uW)
Sequential: 1300 / 5.62
Combinational: 80.3 / 159
Clock: 593 / 467
Total: 1980 / 631
[through the flow]
step | total power, uW | area (sq um) | hold WS, ns | cells | setup slack, ns
2_1_floorplan | 1449 | 381000 | 0.8554 | 20000 | 230.58
3_3_place_gp | 1564 | 408500 | 0.9550 | 36610 | 224.14
3_5_place_dp | 1565 | 408600 | 0.9429 | 36630 | 225.28
4_1_cts | 2610 | 434900 | 0.9549 | 38140 | 224.19
5_1_grt | 2664 | 436100 | 1.023 | 38590 | 223.94
6_report | 2608 | 436300 | 0.9621 | 38670 | 223.79
[placed cells by master, fill, tap and decap left out, drive strengths merged, types with 8 or more instances in the layout]
cell	synthesis	layout
nor2	501	501
o31ai	8	8
nor2b	13	13
edfxtp	8192	8192
mux2i	1438	1438
a211oi	218	218
o21ai	322	322
o22ai	572	572
clkinv	2	365
nor4	130	130
and2	15	15
a22oi	645	645
clkdlybuf4s50	0	75
and3	25	25
dfxtp	40	40
or3	35	35
or4	20	20
a32oi	20	20
nand3	58	58
nor3	379	379
a211o	55	55
clkinvlp	0	19
a221oi	263	263
o22a	11	11
o211ai	22	22
o221ai	362	362
buf	896	1454
inv	6	37
bufinv	0	67
a21oi	809	809
nor4b	23	23
o32ai	24	24
diode	0	524
nand2	266	266
nand4	49	49
mux4	3471	3471
a22o	66	66
clkbuf	816	1038
mux2	164	164
Power is estimated from default activity; no workload was simulated.
