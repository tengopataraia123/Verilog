[flow/config.mk]
export PLATFORM = sky130hd
export DESIGN_NAME = bus
export DESIGN_NICKNAME = bus
export VERILOG_FILES = /design/flow/design.v
export SDC_FILE = /design/flow/constraint.sdc
export NUM_CORES = 4
export LEC_CHECK = 1
export CORE_UTILIZATION = 50
[flow/constraint.sdc]
current_design bus

set clk_period 14.2
set clk_io_pct 0.2

create_clock -name clk0 -period $clk_period [get_ports {clk}]

set non_clock_inputs [all_inputs -no_clocks]
set_input_delay [expr $clk_period * $clk_io_pct] -clock clk0 $non_clock_inputs
set_output_delay [expr $clk_period * $clk_io_pct] -clock clk0 [all_outputs]
[flow/design.v]
module bus(
	input [15:0] num1,num2,
	input valid,
	input clk,
	output reg ready,
	output [31:0] result);
	reg [31:0] regs[31:0];
	assign result = regs[16];
	always@(posedge clk) begin
		if(valid == 1'b1) begin
			regs[1][15:0] <= num1;
			regs[2][15:0] <= num2;
			regs[0] <= 1;
		end
		if(regs[0] == 1) begin
			regs[2] <= regs[2] << 1;
			regs[1] <= regs[1] >> 1;
			if(regs[1][0] == 1'b1) begin
				regs[16] <= regs[16] + regs[2];
			end
			if(regs[1] == 0) begin
				regs[0] <= 0;
				ready <= 1;
			end
		end
	end
	integer i;
	initial begin
		for(i=0;i<32;i=i+1) begin
			regs[i] = 0;
		end
	end
endmodule 
[flow/run.sh]
#!/bin/bash
# OpenROAD 26Q1-2900-gdf79404cd8, Yosys 0.63+post, stock flow scripts
make -C /OpenROAD-flow-scripts/flow DESIGN_CONFIG=/design/flow/config.mk WORK_HOME=/design/flow/orfs finish
==> results.rst <==
Metrics
=======

.. list-table::
   :header-rows: 1

   * - Metric
     - Value
   * - Mux contribution to synthesized area
     - 3.37%
   * - Largest register by flop count
     - regs
   * - Critical Path Fanout Max
     - approximately 49
   * - Aggregate negative setup slack
     - 0 ns
   * - Avg Inst Size Synth
     - 12.0 um^2
   * - Cell area after placement
     - ~6000 um^2
   * - Overall global routing resource usage
     - a little under a fifth
   * - Total congestion overflow
     - 0
   * - Final Max Slew Viols
     - 0
   * - Met3 wirelength from detailed routing
     - 479 um
   * - Core outline area
     - 10300 um^2
   * - Post-CTS Resized
     - 0
   * - Highest Signal Layer
     - met4
   * - Maximum number of buffers from clock root to sink
     - 2
   * - Number of port buffers
     - around 65
   * - Total power divided by cell area
     - about 240 nW/um^2
   * - Number of logged tool warnings
     - 26
   * - Critical path's slowest cell
     - or2_2
   * - Post-synth top area share
     - about 45%
   * - Number of cell instances after yosys synthesis
     - about 440
   * - Total die area
     - between 10000 and 15000 um^2
   * - Total DRC errors in the routed layout
     - 0
   * - Buf+Inv Stages, Crit Path
     - 2
   * - Core utilization before placement
     - 51.4%
   * - Total instance count after detailed placement
     - around 630
   * - Path class of the lowest-slack min-delay path
     - reg -> reg
   * - # hold bufs at CTS
     - 0
   * - # Post-CTS Setup Buffers
     - 0
   * - Delay contributed by the slowest stage of the critical path
     - around 0.69 ns
   * - Antenna violation net count after detailed routing
     - 0
   * - Mapped Cells
     - 443
   * - Post-Layout Inst Area
     - around 6300 um^2
   * - Floorplan row count
     - 37
   * - Area taken by flip-flops and latches
     - slightly above 3000 um^2
   * - Sum of net half-perimeters after detailed placement
     - about 6600 um
   * - Largest net degree at the start of global routing
     - about 50
   * - Number of vias per cell after detailed routing
     - between 5 and 6
   * - Mapped cell area
     - around 5300 um^2
   * - Global-route wire length before repair
     - 15800 um
   * - Worst vdd rail ir drop
     - around 140 uV
   * - CP Class
     - in -> reg
   * - Required time of the critical path
     - approximately 14 ns
   * - Area fraction in full adders, half adders and majority gates
     - ~7.7%
   * - Time the worst path needs with I/O delays and setup
     - ~4.4 ns
   * - Initial antenna violation count
     - 0
   * - Critical Path End Type
     - flip-flop
   * - Data arrival, critical path
     - between 4 and 5 ns
   * - Number of cells on the critical path
     - 3
   * - Top cell type by total area after synthesis
     - edfxtp_1
   * - Cell at the root of the clock tree
     - clkbuf_8
   * - Maximum capacitance violations
     - 0
   * - Count of yosys warnings during synthesis
     - 2
   * - Clock buffers created by TritonCTS
     - 9
   * - Outcome
     - finished clean
   * - Count of different cell masters after synthesis
     - roughly 47
   * - Via count of the first global-routing pass
     - 3373
   * - Kind of start point of the critical path
     - primary input
   * - Number of flip-flops under the largest register name
     - about 110
   * - Source-to-sink clock delay at the later pin of the worst-skew pair
     - around 0.38 ns
   * - Setup repair after global routing missed its margin
     - false
   * - Leakage component of the power
     - roughly 2.6 nW
   * - Number of hold-slack violations in the final timing report
     - 0
   * - Met2 Wirelength
     - a little over 4000 um
   * - Worst Max-Slew Pin Slew
     - just over 0.7 ns
   * - Most frequent cells after synthesis
     - 79 x edfxtp_1, 46 x nand2_1, 34 x nor2b_1
   * - Clock edge transition at the registers on the reported setup and hold paths
     - between 0.1 and 0.15 ns
   * - Routability-driven placement congestion ratio
     - ~0.85
   * - Number of detailed-routing iterations run before antenna repair
     - 4
   * - Xor and xnor fraction of the mapped netlist area
     - under 10%
   * - Routed WL
     - between 9000 and 10000 um
   * - Normalized max-slew margin
     - between 50 and 60%
   * - Worst setup skew after layout
     - ~0.012 ns
   * - Period utilization
     - a little under a third
   * - Count of state elements after synthesis
     - between 100 and 150
   * - Logic area
     - around 2200 um^2
   * - Count of flip-flops with a built-in enable after synthesis
     - 79
   * - Number of sinks driven by the clock tree
     - approximately 110
   * - Area fraction in and, or, nand and nor cells after synthesis
     - around an eighth
   * - Share of post-route cells with drive strength above 1
     - 7.98%
   * - Compound-gate portion of the synthesized area
     - between 10% and 20%
   * - Sequence of cells on the critical path
     - clkdlybuf4s50_1 -> buf_4 -> or2_2
   * - Layout filler cell count
     - ~820
   * - Cell types with the largest area share after synthesis
     - edfxtp_1 45%, dfxtp_1 12%, ha_1 7.3%
   * - Final standard cell utilization of the core
     - approximately three fifths
   * - Vertical extent of the die
     - between 100 and 150 um
   * - Largest combinational cell category by area
     - simple AND/OR/NAND/NOR gates
   * - Worst hold stages
     - 0
   * - Post-synthesis sequential area ratio
     - 57.1%
   * - Crit path max-delay family
     - buffers and inverters
   * - Wire length on met1
     - around 4600 um
   * - Library cell with the highest instance count after synthesis
     - edfxtp_1
   * - Area growth from synthesis to layout
     - 19.0%
   * - Design Power
     - around 0.0015 W
   * - Wirelength per Cell
     - between 10 and 15 um
   * - # diodes
     - 0
   * - Fmax
     - ~230 MHz
   * - Depth of the worst register-to-register path
     - 10
   * - TritonCTS clock tree
     - done
   * - Fraction of registers with async set/reset
     - 0%
   * - Number of endpoints failing setup at the final stage
     - 0
   * - Yosys chip area
     - about 5300 um^2
   * - CTS HTree Levels
     - 3
   * - Die X
     - between 100 and 150 um
   * - Initial DRC count
     - about 96
   * - Post-route non-filler standard cell count
     - 650
   * - Via count of the routed design
     - roughly 3.4k
   * - Commonest register cell after synthesis
     - edfxtp_1
   * - Registers with the most flip-flops
     - regs: 112 flops
   * - Top-Level Pins
     - 67
metal layers:
layer	track usage [%]	vias up
li1	-	1770
met3	4.70	6
met5	0	-
met1	33.1	1544
met2	27.9	78
met4	1.71	0
worst paths after layout:
kind	from	end	slack, ns
max reg2reg	regs[16][0]	regs[16][30]	11.06
min	regs[2][17]	regs[2][18]	0.46
max	valid	regs[1][11]	9.82
min reg2reg	regs[2][17]	regs[2][18]	0.46
cells in the final DEF, fill, tap and decap left out, types with 2 or more instances in the layout:
cell,instances
edfxtp_1,79
clkdlybuf4s50_1,65
nand2_1,46
nor2b_1,34
dfxtp_1,33
ha_1,31
o21ai_0,27
a21oi_1,25
a21o_1,19
xnor2_1,18
mux2_2,15
nor2_1,14
xor2_1,13
nor4_1,11
clkbuf_8,9
and3_1,6
nand4_1,6
o211ai_1,5
nor3_1,4
a31oi_1,4
o21a_1,4
a211oi_1,3
inv_1,3
clkinv_8,3
buf_4,3
nand3_1,2
a211o_1,2
and2_1,2
o21bai_1,2
or2_2,2
and3b_1,2
inv_8,2
area by class of cell:
cell class,instances,share of cell area [%]
clock buffers,9,1.96
well taps,136,2.69
flip-flops and latches,112,48.0
clock inverters,7,1.39
multi-input cells,315,35.1
repair buffers,68,10.7
inverters,3,0.178
metrics by stage:
stage	hold slack, ns	setup slack (ns)
3_3_place_gp	0.438	9.43
6_report	0.464	9.82
2_1_floorplan	0.431	10.23
3_5_place_dp	0.439	9.41
5_1_grt	0.481	9.72
4_1_cts	0.469	9.82
cells by family (layout without fill, tap and decap cells):
kind of cell | count (synthesis) | in the layout
other cells | 1 | 1
compound gates | 101 | 101
simple gates | 134 | 134
xor+xnor | 31 | 31
fa+ha+maj | 32 | 32
buf+inv | 16 | 87
mux | 16 | 16
flops | 112 | 112
worst reg2reg max path: stages (launching register included):
cell and delay, ns:
edfxtp_1 0.42, ha_1 0.26, fa_1 0.42, a21o_1 0.22, a221oi_2 0.35, o21a_2 0.21
o31ai_4 0.10, a211o_1 0.31, a21o_1 0.22, a311oi_2 0.30, xnor2_1 0.08
report_power, final:
part,total [W],switching (W),internal [W]
Combinational,0.000717,0.000358,0.000359
Sequential,0.000601,0.0000628,0.000538
Clock,0.000190,0.000119,0.0000710
Total,0.00151,0.000540,0.000969
Power is estimated from default activity; no workload was simulated.
